$ cat flow/run.sh
#!/bin/bash
# OpenROAD 26Q1-2900-gdf79404cd8, Yosys 0.63+post, stock flow scripts
make -C /OpenROAD-flow-scripts/flow DESIGN_CONFIG=/design/flow/config.mk WORK_HOME=/design/flow/orfs finish
$ cat flow/config.mk
export PLATFORM = sky130hd
export DESIGN_NAME = counter_d
export DESIGN_NICKNAME = counter_d
export VERILOG_FILES = /design/flow/design.v
export SDC_FILE = /design/flow/constraint.sdc
export NUM_CORES = 4
export LEC_CHECK = 1
export CORE_AREA = 10 10 70 70
export DIE_AREA = 0 0 80 80
$ cat flow/constraint.sdc
current_design counter_d

set clk_period 1.1
set clk_io_pct 0.2

create_clock -name clk0 -period $clk_period [get_ports {clk}]

set non_clock_inputs [all_inputs -no_clocks]
set_input_delay [expr $clk_period * $clk_io_pct] -clock clk0 $non_clock_inputs
set_output_delay [expr $clk_period * $clk_io_pct] -clock clk0 [all_outputs]
$ cat flow/design.v
module counter_d(input reset, input clk, input mode, output [2:0] count);
    wire da, db, dc;
    assign da = (~mode & ~count[2] & count[1] & count[0]) | (mode & count[1] & ~count[0]) | (~mode & count[2] & ~count[1]) | (~mode & count[2] & ~count[0]) | (mode & count[2] & count[0]);
    assign db = (count[1] & ~count[0]) | (~mode & ~count[1] & count[0]) | (mode & ~count[2] & count[0]);
    assign dc = (~mode & ~count[0]) | (mode & ~count[2] & ~count[1]) | (mode & count[2] & count[1]);
    dff_sync_res dffA(da, clk, reset, count[2]);
    dff_sync_res dffB(db, clk, reset, count[1]);
    dff_sync_res dffC(dc, clk, reset, count[0]);
endmodule
module dff_sync_res(D, clk, sync_reset, Q);
    input D;
    input clk;
    input sync_reset;
    output reg Q;
    always @(posedge clk) begin 
        if (sync_reset) begin  
            Q <= 1'b0;
        end else begin  
            Q <= D;
        end
    end
endmodule
==> results.txt <==
Implementation summary

For reference, the final report shows the max-slew violation count at 0. On the critical path the largest part of the delay comes from flip-flops. The critical path class is reg -> reg. Measured on the finished design, the core utilization comes to 0.0967. Looking at the clock tree report, the H-tree level count equals 1. In the finished design, the share of the clock period the worst path needs comes to 0.947. The layout cell share with drive strength beyond 1 is 0.452. The initial antenna violation count is 1. After detailed placement, the design holds a cell count of a little over 70. The register area share after synthesis is 0.353.

For this design the ratio of total power to cell area is about 1200 nW/µm². The required time at the endpoint of the critical path is between 1000 and 1500 ps. The number of clock sinks came to 3.

The routed length on met3 is between 100 and 150 µm. The total count of hold-check failures in the final report is 0. The worst setup path is launched from a register. The yosys stat cell total is 19. The final standard cell count with taps included and fillers excluded is 78. The total overflow left after global routing is 0.

The maximum fanout along the worst path is 5. The final antenna-violating net count is 0. The overall die width is 80 µm. The clock buffer count from CTS is 3.

TritonCTS built the clock tree. On the final layout, the worst clock skew is 0.814 ps. The clock period minus final worst setup slack is about 1000 ps. For hold timing, the worst endpoint is dffC.Q. The cell chosen for the clock root is sky130_fd_sc_hd__clkbuf_4. The total I/O pin count is 6. Per the run report, area growth between synthesis and finish was 94.1%. Checking max transition, the worst relative margin is 0.865. The wire length of the first global-routing pass is 793 µm. The residual DRC count is 0. The Yosys chip area is 170 µm².

The combined buffer and inverter count along the critical path is 1. The number of endpoints failing setup at the final stage is 0. The clock edge transition at the registers on the reported setup and hold paths is approximately 40 ps. The routed via count divided by cell count is around 2.2. The synthesis-stage register bit count is 3. The via count of the first global-routing pass is ~180. The number of buffers added to fix hold violations after cts is 0. The number of cells on the worst hold path is listed as 3.

In this run the critical register-to-register path is captured at dffA.Q. Routability-driven placement finished with a final weighted congestion of 0.741. The max-cap violation count is 0. The vertical die size is about 80 µm.

The worst register-to-register path has a setup slack of roughly 58 ps. The highest clock rate is between 900 and 1000 MHz. The detailed router placed about 170 vias in this run. According to the floorplan report, the total die area is about 6400 µm².

Walking the worst path, the cells encountered are buf_4, or2_1, a21oi_1, a311oi_2. The kind of path behind the tightest hold check is in -> reg. The core area is around 3400 µm². The detailed-route wire length per cell is ~6.1 µm. In this run the tool buffered the top-level ports with 5 buffer cells.

Per the CTS log, the buffer count on the longest clock path is 2. For reference, the placement row count at floorplan is 21. Entering global routing, the biggest net connects 6 pins. The area of the mapped netlist is approximately 170 µm². The post-synthesis area per instance is around 9 µm². The detailed router put a total of between 200 and 250 µm of wire on met1. The highest metal layer with signal wires is met3. Setup repair after global routing left no endpoint under its margin. The number of warnings reported in the yosys synthesis log is 1. According to the report, the first pass of detailed routing completed in 2 iterations. The HPWL after detailed placement is roughly 370 µm. The tally of unique sky130hd cells used after synthesis is 11. The worst supply voltage drop on vdd is ~240 µV.

The actual slew at the worst max-slew pin is 203 ps. The run finished with clean final reports. Among all stages on the critical path, the maximum delay recorded is around 300 ps.

The routed design uses roughly 120 µm of met2 wire. Measured in cells, the most critical reg-to-reg path has a length of 4. Total global-route track usage over all layers is 0.0173. In the post-route report, total wirelength is listed as ~470 µm. OpenROAD emitted warnings numbering 25. The synthesized netlist handed to floorplanning was reported with a cell count of 19.

The standby leakage power is 0.135 nW. The detailed router's first-iteration violation count is 10. At the floorplan stage, the core utilization is reported as 0.0498. The startpoint of the worst register-to-register path is dffC.Q.

STA puts the critical path data arrival time at 1150 ps. The latest clock arrival within the worst-skew pair is between 200 and 250 ps. In this run the most critical hold path is launched from mode. Hold timing on the final database bottoms out at a slack of approximately 450 ps. The timing report shows that the slowest cell on the worst path is sky130_fd_sc_hd__dfxtp_2. The type of destination of the critical path is a register.
[power breakdown]
group,switching [mW],internal [mW]
Clock,0.0573,0.136
Combinational,0.0309,0.0460
Sequential,0.00424,0.118
Total,0.0924,0.300
[Yosys cell counts (all sizes together)]
cell    n  area (µm²)
inv     1        3.75
or2     1        6.26
a21oi   3        15.0
or2b    1        7.51
buf     3        22.5
a311oi  1        15.0
mux2i   1        10.0
a41o    1        10.0
nand2   3        11.3
dfxtp   3        60.1
xnor2   1        8.76
[kinds of logic after synthesis]
| group | after synthesis | share of synthesized area |
|---|---|---|
| AND-OR/OR-AND | 5 | 0.235 |
| XOR/XNOR | 1 | 0.0515 |
| buffers and inverters | 4 | 0.154 |
| flip-flops | 3 | 0.353 |
| multiplexers | 1 | 0.0588 |
| AND/OR/NAND/NOR | 5 | 0.147 |
[metrics by stage]
step	TNS, ps	power [mW]	setup WS, ps	area (µm²)
2_1_floorplan	0	0.164	166	170
3_3_place_gp	-614	0.203	-253	293
3_5_place_dp	-720	0.206	-285	293
4_1_cts	0	0.403	61.8	328
5_1_grt	0	0.424	12.9	330
6_report	0	0.392	58.1	330
[sequential cells by signal, summed over array words and instances, names as in the netlist]
name / cells
dffA.Q: 1
dffB.Q: 1
dffC.Q: 1
[tightest hold or removal path, delay by kind of cell]
| family | cells | cell delay [ps] |
|---|---|---|
| buffers and inverters | 1 | 290 |
| AND-OR/OR-AND | 1 | 50 |
| AND/OR/NAND/NOR | 1 | 80 |
[layer usage]
layer	vias up	GRT usage
li1	89	-
met2	9	0.0161
met5	-	0
met4	0	0.00176
met3	0	0.0273
met1	73	0.0199
[worst max path at each step]
stage / cells past startpoint / from / end
finish: 4 / dffC.Q / dffA.Q
global route: 4 / dffC.Q / dffA.Q
CTS: 4 / dffC.Q / dffA.Q
[timing repair]
item,in CTS,in global routing
setup endpoints to repair,4,0
gates resized,8,0
setup buffers,1,0
[area by class of cell]
cell class	count	area, µm²
Fill cell	398	3090
Timing Repair Buffer	11	90.1
Multi-Input combinational cell	12	83.8
Sequential cell	3	66.3
Tap cell	46	57.6
Clock buffer	4	26.3
Inverter	1	3.75
Antenna cell	1	2.50
[layout by cell type, fill, tap and decap left out, drive strengths merged]
cell type      n
buf            6
dlygate4sd2    4
clkbuf         4
nand2          3
a21oi          3
dfxtp          3
diode          1
or2b           1
inv            1
a41o           1
or2            1
a311oi         1
mux2i          1
xnor2          1
clkdlybuf4s50  1
Power is estimated from default activity; no workload was simulated.
