===== design/flow/design.v =====
module counter_jk(input reset, input clk, input mode, output [2:0] count);
    wire ja, jb, jc, ka, kb, kc;
    assign ja = (~mode & count[1] & count[0]) | (mode & count[1] & ~count[0]); 
    assign ka = (~mode & count[1] & count[0]) | (mode & ~count[1] & ~count[0]); 
    assign jb = (~mode & count[0]) | (~count[2] & count[0]);
    assign kb = (~mode & count[0]) | (count[2] & count[0]);
    assign jc = (~mode) | (~count[2] & ~count[1]) | (count[2] & count[1]);
    assign kc = (~mode) | (~count[2] & count[1]) | (count[2] & ~count[1]);
    jk_sync_res jkA(ja, ka, clk, reset, count[2]);
    jk_sync_res jkB(jb, kb, clk, reset, count[1]);
    jk_sync_res jkC(jc, kc, clk, reset, count[0]);
endmodule
module jk_sync_res(J, K, clk, sync_reset, Q);
    input J;
    input K;
    input clk;
    input sync_reset;
    output reg Q;
    always @(posedge clk) begin
        if (sync_reset) begin  
            Q <= 1'b0;
        end else begin
            if (J && K) begin  
                Q <= ~Q;
            end else if (!J && K) begin  
                Q <= 1'b0;
            end else if (J && !K) begin  
                Q <= 1'b1;
            end 
        end
    end
endmodule

===== design/flow/run.sh =====
#!/bin/bash
# OpenROAD 26Q1-2900-gdf79404cd8, Yosys 0.63+post, stock flow scripts
make -C /OpenROAD-flow-scripts/flow DESIGN_CONFIG=/design/flow/config.mk WORK_HOME=/design/flow/orfs finish

===== design/flow/config.mk =====
export PLATFORM = sky130hd
export DESIGN_NAME = counter_jk
export DESIGN_NICKNAME = counter_jk
export VERILOG_FILES = /design/flow/design.v
export SDC_FILE = /design/flow/constraint.sdc
export NUM_CORES = 4
export LEC_CHECK = 1
export CORE_AREA = 10 10 70 70
export DIE_AREA = 0 0 80 80

===== design/flow/constraint.sdc =====
current_design counter_jk

set clk_period 1.1
set clk_io_pct 0.2

create_clock -name clk0 -period $clk_period [get_ports {clk}]

set non_clock_inputs [all_inputs -no_clocks]
set_input_delay [expr $clk_period * $clk_io_pct] -clock clk0 $non_clock_inputs
set_output_delay [expr $clk_period * $clk_io_pct] -clock clk0 [all_outputs]

==> Flow_metrics.wiki <==
== Flow metrics ==
{| class="wikitable"
! Metric !! Value
|-
| Outcome || completed
|-
| Total of buffers placed on input and output ports || 5
|-
| CTS clock-pin slew for the worst setup and hold paths || 40 ps
|-
| Ranking of synthesized cells by instance count || 3 x buf_4, 3 x dfxtp_1, 2 x a21oi_1, 2 x or2b_1
|-
| CP Class || flop to flop
|-
| Count of endpoints failing hold in the final timing report || 0
|-
| Area leader, netlist || dfxtp_1
|-
| Wire length of the first global-routing pass || 800 um
|-
| Combined global-route utilization of all metal layers || between 1.5 and 2%
|-
| Chip Area, Yosys || around 160 um^2
|-
| Tool warnings || 25
|-
| Die area || 0.00640 mm^2
|-
| Layout Skew || 4.17 ps
|-
| Final critical-path required period || ~1000 ps
|-
| Slew at the pin with the worst max-slew slack || roughly 210 ps
|-
| Proportion of register bits with asynchronous set or reset after synthesis || 0%
|-
| Worst supply voltage drop on vdd || about 0.13 mV
|-
| Worst-case clock buffer depth || 2
|-
| Static leakage power || between 0.1 and 0.15 nW
|-
| # IOs || 6
|-
| Avg Inst Size Synth || approximately 9.1 um^2
|-
| Detailed-route via count || about 170
|-
| Area share of the leading cell type in the synthesized netlist || a little over a third
|-
| Unrepaired setup endpoints after global routing || false
|-
| Drc violations || 0
|-
| Die X || around 80 um
|-
| Crit path launch type || flop
|-
| Total of warnings raised by yosys || 1
|-
| Post-layout worst setup margin || 64.8 ps
|-
| Area growth from synthesis to layout || 105%
|-
| Total number of placement rows || 21
|-
| Number of synthesized register bits || 3
|-
| Largest net degree at the start of global routing || 7
|-
| Crit. End Element || flop
|-
| Post-synthesis cell count || 18
|-
| Post-detailed-route count of antenna-violating nets || 0
|-
| Root Driver || clkbuf_4
|-
| Antenna violations before repair || 1
|-
| Netlist Area Pre-Place || ~160 um^2
|-
| Via count of the first global-routing pass || ~170
|-
| Total grt overflow || 0
|-
| Crit Path Max Fanout || 5
|-
| Core region area || 0.00342 mm^2
|-
| Post-detailed-placement half-perimeter wirelength || around 330 um
|-
| Instance area after placement || between 200 and 300 um^2
|-
| Maximum achievable frequency || between 900 and 1000 MHz
|-
| Data arrival time of the critical path || between 1000 and 1500 ps
|-
| Fraction of the cycle the final worst path needs || ~94%
|-
| Vertical die dimension || 80 um
|-
| TritonCTS buffer count || 3
|-
| Htree depth || 1
|-
| Fill cell count || roughly 400
|-
| Insertion delay of the later-clocked pin in the worst-skew pair || roughly 230 ps
|-
| Library cells used by synthesis || 12
|-
| Post-synth tally of flip-flops with integrated enable || 0
|-
| Sequential-to-total area share from yosys stat || between 30% and 40%
|-
| Overall routed net length || about 500 um
|-
| Slew HR || 86.2%
|-
| Mean routed wirelength per cell || 6.55 um
|-
| Cell total in the yosys stat output || 18
|-
| Initial standard-cell utilization of the core || about 4.8%
|-
| Iter 0 DRT Violations || 9
|-
| Mean number of vias per cell || approximately 2.2
|-
| Number of violations of the max-capacitance limit || 0
|-
| Layout cell share with drive strength beyond 1 || around half
|-
| Min-Delay Path Class || input pin to flop
|-
| First drt pass iteration count || 2
|-
| Total count of max-transition violations in the final report || 0
|-
| TritonCTS Sinks || 3
|-
| Commonest flop || dfxtp_1
|-
| Power Density || between 1000 and 1500 mW/mm^2
|-
| RD Place Congestion || 0.675
|-
| CTS tree || yes
|-
| Fin util || around a tenth
|-
| Largest cells by area || dfxtp_1 37%, buf_4 14%, or2b_1 9.2%
|-
| Worst Path Required || 1210 ps
|-
| Final cell area excluding filler cells || about 340 um^2
|-
| Worst slack at placement || -336 ps
|-
| Finish-stage setup viols || 0
|}
stage by stage:
step | TNS (ps) | power, mW | hold WS (ps) | cells
floorplan | 0 | 0.171 | 292 | 18
global placement | -615 | 0.203 | 524 | 69
detailed placement | -718 | 0.207 | 535 | 69
CTS | 0 | 0.412 | 456 | 75
global route | 0 | 0.453 | 469 | 76
finish | 0 | 0.419 | 445 | 76
cell type report:
type	count	area (um^2)	area share, %
multi-input combinational	12	103	30.6
timing repair buffer	10	82.6	24.6
sequential	3	63.8	19.0
tap	46	57.6	17.2
clock buffer	4	26.3	7.84
antenna	1	2.50	0.746
where the power goes:
part / internal (mW) / switching (mW) / total (mW) / leakage, nW
registers: 0.122 / 0.00767 / 0.130 / 0.0258
clock network: 0.136 / 0.0602 / 0.196 / 0.0150
logic: 0.0562 / 0.0364 / 0.0926 / 0.0971
logic make-up after synthesis:
group           Yosys count  share of synthesized area, %
flops                     3                          36.6
xor+xnor                  1                          5.34
compound gates            4                          16.0
buf+inv                   3                          13.7
simple gates              7                          28.2
sequential cells by signal (all words and copies together) (netlist names):
signal and cells:
jkA.Q 1, jkB.Q 1, jkC.Q 1
cell usage in the layout, fill, tap and decap left out:
master / instances
a21oi_1: 1
nor3b_4: 1
and2b_1: 1
a211oi_1: 1
dlygate4sd2_1: 4
xor2_1: 1
a21oi_2: 1
nor4_2: 1
clkdlybuf4s50_1: 1
dfxtp_2: 3
nand2_1: 1
and3_1: 1
diode_2: 1
clkbuf_4: 3
buf_4: 5
a311oi_1: 1
clkbuf_1: 1
or2b_1: 2
path summary, 6_finish.rpt:
path	startpoint	endpoint	slack, ps	cells after the start
min reg2reg	jkC.Q	jkB.Q	490	1
min	mode	jkC.Q	440	3
max	jkC.Q	jkA.Q	60	4
max reg2reg	jkC.Q	jkA.Q	60	4
critical path, cell delays in order (launching register included):
cell,delay [ps]
dfxtp_2,330
or2b_1,230
buf_4,140
a21oi_2,150
nor4_2,70
metal layers:
metal / global-route usage, % / wire length (um)
met2: 2.01 / 202
met4: 0.704 / 0
met3: 1.59 / 62
met1: 1.73 / 233
met5: 0 / 0
timing repair:
item / CTS / global route
hold buffers: 0 / 0
buffers inserted: 2 / 1
pin swaps: 2 / 2
setup endpoints to repair: 4 / 1
resized: 7 / 4
Power figures rest on the tool's default switching activity, not on a simulated workload.
