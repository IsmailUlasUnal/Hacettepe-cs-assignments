File: ./design.v
module four_bit_2x1_mux(In_1, In_0, Select, Out);
	input [3:0] In_1;
	input [3:0] In_0;
	input Select;
	output [3:0] Out;
	assign Out = Select ? In_1 : In_0;
endmodule
module four_bit_adder_subtractor(A, B, subtract, Result, Cout);
    input [3:0] A;
    input [3:0] B;
    input subtract;
    output [3:0] Result;
    output Cout;
    wire [3:0] minus_B;
    wire [3:0] ready_B_for_adder_subtractor;
    wire Cin = 0;
    two_s_complement minus_version(.In(B), .Out(minus_B));
    four_bit_2x1_mux decide_plus_or_minus(.In_1(minus_B), .In_0(B), .Select(subtract), .Out(ready_B_for_adder_subtractor));
    four_bit_rca make_calculations(.A(A), .B(ready_B_for_adder_subtractor), .Cin(Cin), .S(Result), .Cout(Cout));
endmodule
module four_bit_rca(
    input [3:0] A,
    input [3:0] B,
    input Cin,
    output [3:0] S,
    output Cout
);
    wire [2:0] Carries;
    full_adder A1(.A(A[0]), .B(B[0]), .Cin(Cin), .S(S[0]), .Cout(Carries[0]));
    full_adder A2(.A(A[1]), .B(B[1]), .Cin(Carries[0]), .S(S[1]), .Cout(Carries[1]));
    full_adder A3(.A(A[2]), .B(B[2]), .Cin(Carries[1]), .S(S[2]), .Cout(Carries[2]));
    full_adder A4(.A(A[3]), .B(B[3]), .Cin(Carries[2]), .S(S[3]), .Cout(Cout));
endmodule
module full_adder(
    input A,
    input B,
    input Cin,
    output S,
    output Cout
);
    assign S = A ^ B ^ Cin;
    assign Cout = (A & B) | (Cin & (A ^ B));
endmodule
module two_s_complement(In,Out);
    input [3:0] In;
    output [3:0] Out;
    wire [3:0] not_In;
    assign not_In = ~In;
    assign Out = not_In + 1;    
endmodule  
File: ./run.sh
#!/bin/bash
# OpenROAD 26Q1-2900-gdf79404cd8, Yosys 0.63+post, stock flow scripts
make -C /OpenROAD-flow-scripts/flow DESIGN_CONFIG=/design/flow/config.mk WORK_HOME=/design/flow/orfs finish
File: ./config.mk
export PLATFORM = sky130hd
export DESIGN_NAME = four_bit_adder_subtractor
export DESIGN_NICKNAME = four_bit_adder_subtractor
export VERILOG_FILES = /design/flow/design.v
export SDC_FILE = /design/flow/constraint.sdc
export NUM_CORES = 4
export LEC_CHECK = 1
export CORE_AREA = 10 10 70 70
export DIE_AREA = 0 0 80 80
File: ./constraint.sdc
current_design four_bit_adder_subtractor

set clk_period 3.7
set clk_io_pct 0.2

create_clock -name clk0 -period $clk_period

set non_clock_inputs [all_inputs -no_clocks]
set_input_delay [expr $clk_period * $clk_io_pct] -clock clk0 $non_clock_inputs
set_output_delay [expr $clk_period * $clk_io_pct] -clock clk0 [all_outputs]
==> results.txt <==
The flow run is done. Width of the die landed at approximately 80 um. The worst hold path belongs to the class input port to output port. Part of the Yosys area used for sequential elements landed at 0%. Endpoint arrival time on the critical path landed at around 2.8 ns. Filler cell count landed at 403. After floorplanning, the core was sized to cover 0.00342 mm^2.

Total power for the finished layout comes to roughly 50 uW. Hold violation total from the final report landed at 0. The transition time recorded at the tightest slew-check pin is 0.230 ns. Starting density of the core landed at 5.60%.

Number of antenna violations at the first check in global routing landed at 0. Area overhead of the layout relative to synthesis landed at 100%. 14 I/O pins were placed.

The tightest hold path in the finished design has a slack of 2.33 ns. The biggest area contributor in the post-synthesis netlist is sky130_fd_sc_hd__fa_1. Number of buffers added on ports landed at 14. Count of TritonRoute iterations in the first routing pass landed at 2. Overall global routing resource usage landed at 1.86%.

The number of global-route vias before repair is 212. Number of flip-flops and latches landed at 0. The worst pin sits at a relative slew slack of 84.6%. The final max-slew violation count recorded for this run is 0. Vertical die dimension landed at 80 um. Cells with a size suffix above 1 make up about a fifth of the layout. The flow ran to the end, and the final reports show no timing, DRC or antenna violations. Register area landed at 0 um^2. In the Yosys report the total cell count is 22. Entering global routing, the biggest net connects 3 pins. Number of antenna diodes landed at 0.

The critical path maximum fanout is 1. OpenROAD reports that the post-layout worst path occupies a little over nine tenths of the period. Power per cell area landed at 131 mW/mm^2. DRC violation count after routing landed at 0.

Share of Yosys cell area claimed by the top area cell type landed at 31.4%. Per the post-route antenna check, the number of violating nets is 0. Count of cell types in the netlist landed at 8.

Chip area line of the yosys report landed at 191 um^2. Final critical-path required period landed at ~3.5 ns. The main area contributors are sky130_fd_sc_hd__fa_1, sky130_fd_sc_hd__buf_4, sky130_fd_sc_hd__inv_1. Highest clock frequency the design can meet landed at 0.282 GHz. Per the finish-stage timing summary, setup violations number 0. Setup TNS landed at 0 ns. Number of cells produced by synthesis landed at 22. By startpoint and endpoint, the worst setup path is classified as input port to output port. The synthesized netlist occupies a cell area of 191 um^2. Non-filler instance count after layout landed at 81. After synthesis, the most frequently instantiated cells are sky130_fd_sc_hd__inv_1, sky130_fd_sc_hd__buf_4, sky130_fd_sc_hd__fa_1.

Counting the warning lines in the Yosys log gives 0. Detail-routed net length per standard cell landed at 7.01 um. The worst setup path is captured at an output port. The final weighted congestion recorded by global placement is 0.732. The script extracted a total leakage power of 0.000163 uW. Placed cell count landed at 81.

OpenROAD warning count landed at 32. The global route stage reports its total congestion overflow as 0. Count of max-cap constraint violations landed at 0. Detailed-route iteration 0 reported a violation count of 2. Worst path required time landed at 2.96 ns. The floorplan step defined a die boundary enclosing 0.00640 mm^2. The first global-routing pass estimated about 970 um of wire.

Summed over all layers, the routed wires come to between 500 and 600 um. Number of clock buffers in the layout landed at 0. The highest supply drop recorded on VDD is 0.0139 mV. By instance count, the leading cell after synthesis is sky130_fd_sc_hd__inv_1. Total via count in the routed design landed at 157. Mean post-synth cell area landed at 8.70 um^2. The worst setup path is launched from an input port. Setup repair after global routing left no endpoint under its margin. Using the TritonRoute via totals, the vias-per-cell ratio works out to about 1.9. Total number of placement rows landed at 21.
==> stage by stage <==
stage	worst slack (ns)	area, um^2	utilization (%)
floorplan	0.498	191	-
global placement	-0.384	382	11.2
detailed placement	-0.395	382	11.2
CTS	0.0591	383	11.2
global route	0.0534	383	11.2
finish	0.154	383	11.2
==> cell type report <==
type	count	area (um^2)	area share [%]
inverter	8	30.0	7.84
multi-input combinational	10	136	35.6
tap	46	57.6	15.0
timing repair buffer	17	159	41.5
==> layer usage <==
layer | track usage [%] | vias to the layer above | wire (um)
met5 | 0 | - | 0
met3 | 0.909 | 0 | 68
met1 | 1.80 | 66 | 198
met2 | 3.61 | 6 | 301
met4 | 0 | 0 | 0
li1 | - | 85 | -
==> path summary, 6_finish.rpt <==
kind / startpoint / end / slack [ns] / depth (start not counted)
worst max-delay path: A[0] / Result[3] / 0.15 / 8
worst min-delay path: A[3] / Result[3] / 2.33 / 3
==> power breakdown <==
| group | total (uW) | switching [uW] | leakage, uW | internal, uW |
|---|---|---|---|---|
| Sequential | 0 | 0 | 0 | 0 |
| Combinational | 50.2 | 15.5 | 0.000163 | 34.8 |
| Clock | 0 | 0 | 0 | 0 |
| Total | 50.2 | 15.5 | 0.000163 | 34.8 |
==> worst max-delay path: stages <==
cell	delay, ns
sky130_fd_sc_hd__clkdlybuf4s50_1	0.46
sky130_fd_sc_hd__ha_1	0.14
sky130_fd_sc_hd__inv_1	0.05
sky130_fd_sc_hd__fa_2	0.35
sky130_fd_sc_hd__fa_2	0.35
sky130_fd_sc_hd__inv_2	0.06
sky130_fd_sc_hd__fa_1	0.40
sky130_fd_sc_hd__dlygate4sd2_1	0.25
==> cells in the final DEF, fill, tap and decap left out, drive strengths merged <==
| cell | instances |
|---|---|
| clkdlybuf4s50 | 11 |
| inv | 8 |
| dlygate4sd2 | 3 |
| buf | 3 |
| fa | 3 |
| xnor2 | 2 |
| ha | 2 |
| nor2b | 1 |
| o31ai | 1 |
| mux2i | 1 |
==> kinds of logic after synthesis <==
kind of cell / after synthesis / share of synthesized area [%]
buffers and inverters: 12 / 31.4
adder cells (fa/ha/maj): 5 / 44.4
XOR/XNOR: 2 / 9.15
multiplexers: 1 / 5.23
AND-OR/OR-AND: 1 / 6.53
AND/OR/NAND/NOR: 1 / 3.27
==> timing repair <==
item	in CTS	in global routing
setup endpoints to repair	3	1
pin swaps	2	1
hold buffers	0	0
setup buffers	0	0
gates resized	6	0
Power is estimated from default activity; no workload was simulated.
